`/design/flow/config.mk`:
```
export PLATFORM = sky130hd
export DESIGN_NAME = Ctr
export DESIGN_NICKNAME = Ctr
export VERILOG_FILES = /design/flow/design.v
export SDC_FILE = /design/flow/constraint.sdc
export NUM_CORES = 4
export LEC_CHECK = 1
export CORE_AREA = 10 10 70 70
export DIE_AREA = 0 0 80 80
```
`/design/flow/constraint.sdc`:
```
current_design Ctr

set clk_period 1.6
set clk_io_pct 0.2

create_clock -name clk0 -period $clk_period

set non_clock_inputs [all_inputs -no_clocks]
set_input_delay [expr $clk_period * $clk_io_pct] -clock clk0 $non_clock_inputs
set_output_delay [expr $clk_period * $clk_io_pct] -clock clk0 [all_outputs]
```
`/design/flow/design.v`:
```
`timescale 1ns / 1ps
module Ctr(
    input [5:0] opCode,
    output regDst,
    output aluSrc,
    output memToReg,
    output regWrite,
    output memRead,
    output memWrite,
    output branch,
    output [1:0] aluOp,
    output jump
    );
	reg regDst;
	reg aluSrc;
	reg memToReg;
	reg regWrite;
	reg memRead;
	reg memWrite;
	reg branch;
	reg [1:0] aluOp;
	reg jump;
	always @ (opCode)
	begin
	case (opCode)
		6'b000010:
		begin
			regDst = 0;
			aluSrc = 0;
			memToReg = 0;
			regWrite = 0;
			memRead = 0;
			memWrite = 0;
			branch = 0;
			aluOp = 2'b00;
			jump = 1;
		end
		6'b000000:
		begin
			regDst = 1;
			aluSrc = 0;
			memToReg = 0;
			regWrite = 1;
			memRead = 0;
			memWrite = 0;
			branch = 0;
			aluOp = 2'b10;
			jump = 0;
		end
		6'b100011:
		begin
			regDst = 0;
			aluSrc = 1;
			memToReg = 1;
			regWrite = 1;
			memRead = 1;
			memWrite = 0;
			branch = 0;
			aluOp = 2'b00;
			jump = 0;
		end
		6'b101011:
		begin
			regDst = 1;
			aluSrc = 1;
			memToReg = 1;
			regWrite = 0;
			memRead = 0;
			memWrite = 1;
			branch = 0;
			aluOp = 2'b00;
			jump = 0;
		end
		6'b000100:
		begin
			regDst = 1;
			aluSrc = 0;
			memToReg = 1;
			regWrite = 0;
			memRead = 0;
			memWrite = 0;
			branch = 1;
			aluOp = 2'b01;
			jump = 0;
		end
		default:
		begin
			regDst = 0;
			aluSrc = 0;
			memToReg = 0;
			regWrite = 0;
			memRead = 0;
			memWrite = 0;
			branch = 0;
			aluOp = 2'b00;
			jump = 0;
		end
	endcase
	end
endmodule
```
`/design/flow/run.sh`:
```
#!/bin/bash
# OpenROAD 26Q1-2900-gdf79404cd8, Yosys 0.63+post, stock flow scripts
make -C /OpenROAD-flow-scripts/flow DESIGN_CONFIG=/design/flow/config.mk WORK_HOME=/design/flow/orfs finish
```
==> node_exporter_impl.prom <==
# HELP chip_impl_metric Implementation results
# TYPE chip_impl_metric gauge
chip_impl_metric{name="met3_wirelength",unit="um"} 119
chip_impl_metric{name="areaGrowthSynthToFinish",unit="%"} 284.9
chip_impl_info{name="critPathKind",value="in2out"} 1
chip_impl_metric{name="synth_chip_area",unit="um^2"} 116.4
chip_impl_info{name="lay_top_cells",value="sky130_fd_sc_hd__buf_4, sky130_fd_sc_hd__buf_2, sky130_fd_sc_hd__buf_6"} 1
chip_impl_metric{name="totalPowerFinal",unit="uW"} 71.98
chip_impl_metric{name="max_slew_margin",unit="%"} 87.26
chip_impl_info{name="cp_endpoint_kind",value="primary output"} 1
chip_impl_metric{name="vias_per_cell",unit=""} 2.851
chip_impl_metric{name="core-area",unit="um^2"} 3416
chip_impl_metric{name="wl_met2",unit="um"} 301
chip_impl_metric{name="grt_antenna_before_repair",unit=""} 0
chip_impl_metric{name="die_h",unit="um"} 80
chip_impl_metric{name="power_leakage",unit="uW"} 0.0001953
chip_impl_metric{name="path_max_fanout",unit=""} 3
chip_impl_metric{name="design.seq.count",unit=""} 0
chip_impl_metric{name="place.detailed.hpwl",unit="um"} 636.9
chip_impl_metric{name="synth-cells-yosys",unit=""} 18
chip_impl_metric{name="max_clock_freq",unit="MHz"} 596.1
chip_impl_metric{name="synth_warnings",unit=""} 1
chip_impl_metric{name="tightest_slew",unit="ps"} 191.1
chip_impl_metric{name="timing.final.max_slew_violations",unit=""} 0
chip_impl_metric{name="utilization",unit="%"} 13.11
chip_impl_metric{name="postRouteAntennaNets",unit=""} 0
chip_impl_info{name="top_area_cell",value="sky130_fd_sc_hd__nand4b_1"} 1
chip_impl_metric{name="drc",unit=""} 0
chip_impl_metric{name="rows",unit=""} 21
chip_impl_info{name="failed_checks",value="setup timing"} 1
chip_impl_info{name="cp-start-kind",value="input pin"} 1
chip_impl_metric{name="grt_pass1_wl",unit="mm"} 1.331
chip_impl_info{name="layout_top_cell",value="sky130_fd_sc_hd__buf_4"} 1
chip_impl_metric{name="logic_area",unit="um^2"} 168.9
chip_impl_metric{name="maximum_number_of_pins_on_one_net_before_global_route_repair",unit=""} 7
chip_impl_metric{name="final_min_period_over_clock_period",unit="%"} 104.9
chip_impl_metric{name="gp_congestion",unit=""} 0.7191
chip_impl_info{name="topCellsByArea",value="sky130_fd_sc_hd__nand4b_1, sky130_fd_sc_hd__nor2_1, sky130_fd_sc_hd__or3_4, sky130_fd_sc_hd__or4_4, sky130_fd_sc_hd__nor3_1"} 1
chip_impl_metric{name="synthesis.area",unit="um^2"} 116.4
chip_impl_metric{name="synth.distinct_cells",unit=""} 13
chip_impl_metric{name="layout_min_cycle_time",unit="ps"} 1678
chip_impl_metric{name="area.sequential",unit="um^2"} 0
chip_impl_metric{name="fill_cells",unit=""} 392
chip_impl_metric{name="n_antenna_cell",unit=""} 0
chip_impl_metric{name="synth.yosys.seq_area_share",unit="%"} 0
chip_impl_metric{name="floorplanUtilization",unit="%"} 3.407
chip_impl_metric{name="grt_pass1_vias",unit=""} 255
chip_impl_metric{name="post-route-cell-area",unit="um^2"} 447.9
chip_impl_metric{name="pwr_density_cell",unit="nW/um^2"} 160.7
chip_impl_metric{name="clkbuf_count",unit=""} 0
chip_impl_info{name="rsz0062_at_grt",value="true"} 1
chip_impl_metric{name="wl_per_cell",unit="um"} 9.287
chip_impl_metric{name="fin_ws",unit="ps"} -77.61
chip_impl_metric{name="track_usage",unit="%"} 2.540
chip_impl_metric{name="tool_warnings",unit=""} 34
chip_impl_metric{name="firstDrtPassIters",unit=""} 2
chip_impl_metric{name="post_synth.cell_area_avg",unit="um^2"} 6.465
chip_impl_metric{name="required",unit="ps"} 1280
chip_impl_metric{name="setup_violations",unit=""} 3
chip_impl_metric{name="timing.final.hold_violations",unit=""} 0
chip_impl_metric{name="hold-worst-slack",unit="ps"} 875.6
chip_impl_metric{name="drive_gt1_share",unit="%"} 81.25
chip_impl_metric{name="grt.overflow.total",unit=""} 0
chip_impl_metric{name="die-area",unit="um^2"} 6400
chip_impl_metric{name="drt_wl_total",unit="um"} 873
chip_impl_metric{name="critPathArrivalTime",unit="ps"} 1360
chip_impl_metric{name="num_vias",unit=""} 268
chip_impl_metric{name="numPortBuffers",unit=""} 16
chip_impl_info{name="worst_hold_path_type",value="in2out"} 1
chip_impl_metric{name="post_cts_hold_buffer_count",unit=""} 0
chip_impl_metric{name="max_cap_violations",unit=""} 0
chip_impl_metric{name="starting_drt_drc_count",unit=""} 5
chip_impl_metric{name="wirelength_met1",unit="um"} 452
chip_impl_metric{name="place_area",unit="um^2"} 371.6
chip_impl_metric{name="io-pin-count",unit=""} 16
chip_impl_metric{name="yosys.area.top_type_share",unit="%"} 15.05
chip_impl_metric{name="placement.setup.worst_slack",unit="ps"} -817.4
chip_impl_metric{name="post_synth_inst_count",unit=""} 18
chip_impl_info{name="status",value="finished, violations left"} 1
chip_impl_metric{name="worst_vdd_rail_ir_drop",unit="mV"} 0.03200
chip_impl_info{name="highest_layer",value="met3"} 1
chip_impl_metric{name="fp.dieW",unit="um"} 80
-- cell families (layout without fill, tap and decap cells) --
logic type	Yosys count	in the layout	share of synthesized area [%]
AOI/OAI and AO/OA	3	3	17.20
and+or+nand+nor	14	14	79.57
buffers and inverters	1	31	3.223
-- metal layers --
metal	vias up	GRT usage, %
li1	133	-
met1	122	3.757
met2	13	3.210
met3	0	1.477
met4	0	0
met5	-	0
-- cell usage after synthesis --
library cell,number
sky130_fd_sc_hd__a21oi_1,1
sky130_fd_sc_hd__inv_1,1
sky130_fd_sc_hd__nand2b_1,1
sky130_fd_sc_hd__nand3_1,1
sky130_fd_sc_hd__nand4b_1,2
sky130_fd_sc_hd__nor2_1,4
sky130_fd_sc_hd__nor3_1,2
sky130_fd_sc_hd__nor4b_1,1
sky130_fd_sc_hd__o22ai_1,1
sky130_fd_sc_hd__o32ai_1,1
sky130_fd_sc_hd__or3_2,1
sky130_fd_sc_hd__or3_4,1
sky130_fd_sc_hd__or4_4,1
-- layout make-up --
| cell class | count | area share, % |
|---|---|---|
| well taps | 46 | 12.85 |
| inverters | 1 | 0.8380 |
| repair buffers | 30 | 48.60 |
| multi-input cells | 17 | 37.71 |
-- timing repair --
action | in CTS | in global routing
setup buffers | 7 | 2
pin swaps | 12 | 3
endpoints found under the setup margin | 10 | 8
gates resized | 63 | 3
-- critical path, stage by stage --
cell and delay (ps):
sky130_fd_sc_hd__buf_6 90, sky130_fd_sc_hd__or4_4 550, sky130_fd_sc_hd__buf_6 150, sky130_fd_sc_hd__o22ai_2 120
sky130_fd_sc_hd__buf_2 120
-- power breakdown --
| part | internal, uW | switching, uW | leakage, uW |
|---|---|---|---|
| registers | 0 | 0 | 0 |
| clock network | 0 | 0 | 0 |
| logic | 42.6 | 29.4 | 0.000195 |
-- per-stage QoR --
step,TNS (ps),instances
3_5_place_dp,-6683,85
3_3_place_gp,-6718,85
2_1_floorplan,0,18
5_1_grt,-266.9,94
6_report,-134.9,94
4_1_cts,-159.1,92
-- path summary, 6_finish.rpt --
path | start | end | cells after the start
worst max-delay path | opCode[0] | memToReg | 5
worst min-delay path | opCode[5] | jump | 3
No activity file was given, so power comes from the tool's default toggle rates.
